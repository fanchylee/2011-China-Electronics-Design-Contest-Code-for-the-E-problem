`config.mk`:
```
export PLATFORM = sky130hd
export DESIGN_NAME = bin2bcd
export DESIGN_NICKNAME = bin2bcd
export VERILOG_FILES = /design/flow/design.v
export SDC_FILE = /design/flow/constraint.sdc
export NUM_CORES = 4
export LEC_CHECK = 1
export CORE_UTILIZATION = 40
```
`constraint.sdc`:
```
current_design bin2bcd

set clk_period 8.7
set clk_io_pct 0.2

create_clock -name clk0 -period $clk_period [get_ports {CLK}]

set non_clock_inputs [all_inputs -no_clocks]
set_input_delay [expr $clk_period * $clk_io_pct] -clock clk0 $non_clock_inputs
set_output_delay [expr $clk_period * $clk_io_pct] -clock clk0 [all_outputs]
```
`design.v`:
```
`timescale 1ns / 1ps
module bin2bcd(CLK,RESET,ENABLE,  BIN ,BCD_o);
parameter INPUT_SIZE = 32 ;  
parameter OUTPUT_SIZE = 10 ;  
parameter COUNT_SIZE = 6   ; 
integer k = 1 ;
output	reg	[OUTPUT_SIZE * 4 -1:0]  BCD_o =0 ;
input					CLK;
input		[INPUT_SIZE-1:0]	BIN;
input   				ENABLE;
input   				RESET;
	reg	[OUTPUT_SIZE * 4 -1:0]  BCD =0 ;
	reg	[COUNT_SIZE:0]		CNT = 0;
	reg	[3:0]			BCD_t = 0; 
	reg	[INPUT_SIZE-1:0]	BIN_INPUT=0;
function       [3:0]   CORRECT;
input   [3:0]   DECADE;
begin
	CORRECT = (DECADE >= 5)?(DECADE+3):(DECADE);
end
endfunction
always @ (posedge CLK or posedge RESET) begin
	if(RESET) begin 
		CNT = INPUT_SIZE+1;
		BCD = 0 ;
		BIN_INPUT = 0 ;
	end else begin 
		if(ENABLE) begin
			if(CNT == INPUT_SIZE + 1 ) begin
				BIN_INPUT = BIN;
				CNT = CNT -1;
			end else begin
				if (CNT == 0) begin
					BCD_o = BCD ;	
				end else begin
					for(k = 1 ; k <= OUTPUT_SIZE ; k = k + 1) begin
						BCD_t[0] = BCD[(k-1)* 4] ;
						BCD_t[1] = BCD[(k-1)* 4 + 1];
						BCD_t[2] = BCD[(k-1)* 4 + 2] ;
						BCD_t[3] = BCD[(k-1)* 4 + 3] ;
						BCD_t[3:0] = CORRECT(BCD_t[3:0]) ;
						BCD[(k-1)* 4]  = BCD_t[0];    				
                                        	BCD[(k-1)* 4 + 1] = BCD_t[1]	;
						BCD[(k-1)* 4 + 2] = BCD_t[2]	;
						BCD[(k-1)* 4 + 3] = BCD_t[3]	;
					end 
					CNT = CNT -1; 
					BCD = (BCD<<1); 
					BCD[0] = BIN_INPUT[INPUT_SIZE - 1]; 
					BIN_INPUT = BIN_INPUT<<1; 
				end
			end
		end
	end
end
endmodule
```
`run.sh`:
```
#!/bin/bash
# OpenROAD 26Q1-2900-gdf79404cd8, Yosys 0.63+post, stock flow scripts
make -C /OpenROAD-flow-scripts/flow DESIGN_CONFIG=/design/flow/config.mk WORK_HOME=/design/flow/orfs finish
```
==> results.py <==
# Generated from Yosys and OpenROAD reports
metrics = {
    "run_status": {
        "run_status": "finished clean",
    },
    "die": {
        "die_w_um": 118,
        "fp.dieH_um": 118,
        "num_rows": 42,
        "core_sq_mm": 0.0132,
        "initial_core_util_pct": 41.0,
        "io_pins": 75,
        "die_area_sq_mm": 0.0140,
    },
    "final_timing": {
        "finalClockSkew_ps": 10.7,
        "setup_viol": 0,
        "slew_headroom_pct": 47.0,
        "slew_violations": 0,
        "hold_violations": 0,
        "rsz0062_at_grt": "false",
        "fin_tns_setup_ps": 0,
        "tightest_slew_ps": 794,
        "hold_slack_ps": 469,
        "fmax_mhz": 289,
        "period_minus_slack_ps": 3450,
        "period_used_pct": 39.7,
    },
    "layout": {
        "lay_top_cells": "o21ai_0 (106), dfrtp_1 (77), clkdlybuf4s50_1 (74)",
        "syn_to_final_growth_pct": 27.0,
        "design_area_sq_mm": 0.00687,
        "fin_util_pct": 52.1,
        "drive_gt1_share_pct": 8.41,
        "fillers": 1101,
        "layout_top_cell": "o21ai_0",
    },
    "synthesis": {
        "yosys_warnings": 1,
        "netlist_instances": 471,
        "synth.top_cell.area_share_pct": 35.6,
        "synthArstFlopShare_pct": 66.4,
        "area_leaders": "dfrtp_1 (36%), edfxtp_1 (22%), o21ai_0 (9.8%)",
        "synth_cell_type_count": 30,
        "synth_seq_share_pct": 58.8,
        "synth_chip_area_sq_mm": 0.00541,
        "ys_cells": 471,
        "edf_count": 40,
        "flop_cell": "dfrtp_1",
        "synth_area_leader_cell": "dfrtp_1",
        "numSynthFlops": 119,
        "netlist_area_sq_mm": 0.00541,
        "synth_area_per_cell_sq_um": 11.5,
    },
    "worst_hold_path": {
        "hold_path_startpoint": "CNT[4]",
        "whs_path_depth": 1,
        "min_path_type": "flip-flop to flip-flop",
        "hold_end": "CNT[4]",
    },
    "setup_path": {
        "crit_fanout": 41,
        "cp_slowest_cell": "clkinv_2",
        "reg2reg_to": "BIN_INPUT[23]",
        "timing_worst_setup_path_type": "primary input to flip-flop",
        "rr_startpoint": "CNT[2]",
        "crit_path_max_incr_delay_ps": 540,
        "setup.worst_path.start": "RESET",
        "cp-end-kind": "flip-flop",
        "worst_setup_path_start_kind": "primary input",
        "r2r_slack_ps": 6030,
        "path_cells": "clkdlybuf4s50_1 > clkinv_2 > and4_2 > buf_4",
        "crit_arrival_ps": 3560,
        "critPathRequiredTime_ps": 8800,
        "reg2regPathDepth": 5,
    },
    "clock_network": {
        "cts_resized": 0,
        "cts_buffers": 17,
        "clk_path_buf_depth": 2,
        "cts_root_buffer": "clkbuf_16",
        "postCtsSetupBuffers": 0,
        "cts_tree": "built",
        "clk_pin_slew_ps": 50,
        "clock_latency_ps": 410,
        "cts_sinks": 119,
        "cts-hold-fix-buffers": 0,
        "htreeDepth": 4,
    },
    "drt": {
        "wl_per_cell_um": 13.0,
        "routed_via_density": 4.89,
        "ant_nets": 0,
        "drt-total-wl_um": 9530,
        "vias": 3597,
        "drc_errors": 0,
        "detail_route.first_pass.iterations": 7,
        "antenna_cells": 0,
        "drt_iter0_markers": 226,
    },
    "grt": {
        "gr-total-overflow": 0,
        "track_usage_pct": 14.8,
        "grt_pass1_vias": 3484,
        "grt_antenna_before_repair": 0,
        "grt_max_degree": 66,
        "grt_pass1_wl_um": 16200,
    },
    "power_and_ir_drop": {
        "powerDensity_mw_per_mm2": 186,
        "p_leak_nw": 2.77,
        "vdd_drop_max_v": 0.000101,
    },
    "flow_run": {
        "warning_count": 37,
        "drv_cap": 0,
    },
    "place": {
        "io_buffers": 74,
        "gp_congestion": 0.779,
        "dp_hpwl_um": 5900,
        "placed_area_sq_mm": 0.00630,
    },
}
-- how the worst max path moves through the flow --
stage,cells after the start,endpoint,slack (ps)
final,4,BCD_o[10],5250
after CTS,4,BCD_o[13],5160
after global routing,4,BCD_o[12],5040
-- power breakdown --
part	internal, mW	switching (mW)
clock network	0.443	0.229
registers	0.580	0
logic	0.0146	0.0138
total	1.04	0.242
-- registers in the layout (all words and copies together) (netlist names) --
name	flops
BCD_o	40
CNT	7
BCD	40
BIN_INPUT	32
-- worst max-delay path, delay by kind of cell --
family	cells	cell delay [ps]
and+or+nand+nor	1	480
buffers and inverters	3	1300
-- layout make-up --
cell class	count	area [sq um]	area share, %
Sequential cell	119	3180	46.3
Multi-Input combinational cell	304	2020	29.5
Timing Repair Buffer	79	778	11.3
Clock buffer	20	437	6.36
Tap cell	176	220	3.21
Clock inverter	12	134	1.95
Inverter	25	95.1	1.38
-- cell usage after synthesis (2+ instances only) --
library cell and instances:
dfrtp_1 77, o31ai_1 10, nand2b_1 10, nand2_1 43, clkbuf_2 3, edfxtp_1 40, xor2_1 4, a21oi_1 19
buf_4 4, nor4_1 3, nor2_1 14, inv_1 25, clkbuf_1 11, buf_2 5, mux2_2 10, nor3b_1 9
xnor2_1 11, o21ai_0 106, ha_1 23, dfstp_2 2, mux2i_1 32, mux2_1 2
-- per-stage QoR --
stage,worst slack [ps],std cells,total power [mW]
detailed placement,4730,703,0.619
floorplan,3610,471,0.598
global placement,4730,703,0.619
finish,5250,735,1.28
CTS,5160,735,1.29
global route,5040,735,1.32
-- routing by layer --
metal | track usage, % | routed length, um
met5 | 0 | 0
met4 | 2.40 | 184
met3 | 3.69 | 503
met2 | 22.4 | 4170
met1 | 23.4 | 4670
-- logic make-up after synthesis --
kind of cell	count (synthesis)	share of synthesized area, %
adders and majority gates	23	5.32
buffers and inverters	48	3.79
and+or+nand+nor	84	7.49
xor gates and xnor gates	15	2.43
muxes	44	8.42
DFF	119	58.8
AOI/OAI and AO/OA	138	13.7
Power is estimated from default activity; no workload was simulated.
