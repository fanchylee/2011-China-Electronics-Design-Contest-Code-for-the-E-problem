**flow/config.mk**
```make
export PLATFORM = sky130hd
export DESIGN_NAME = keyboard
export DESIGN_NICKNAME = keyboard
export VERILOG_FILES = /design/flow/design.v
export SDC_FILE = /design/flow/constraint.sdc
export NUM_CORES = 4
export LEC_CHECK = 1
export CORE_AREA = 10 10 114 114
export DIE_AREA = 0 0 124 124
```
**flow/constraint.sdc**
```tcl
current_design keyboard

set clk_period 4.6
set clk_io_pct 0.2

create_clock -name clk0 -period $clk_period [get_ports {clk}]

set non_clock_inputs [all_inputs -no_clocks]
set_input_delay [expr $clk_period * $clk_io_pct] -clock clk0 $non_clock_inputs
set_output_delay [expr $clk_period * $clk_io_pct] -clock clk0 [all_outputs]
```
**flow/design.v**
```verilog
`timescale 1ns / 1ps
module keyboard(
col_o,
keycode_o ,
keytrig
, 
clk,
row_i
);
parameter UNI = 1'b0 ;
parameter THRESHOLD = 500 ;  
parameter TRIG_PULSE_LENGTH = 5 ;
parameter COUNT_SIZE = 20 ; 
output	reg	[3:0]	col_o = {UNI,UNI,UNI,~UNI};
output	reg	[3:0]	keycode_o ;
output	reg		keytrig = UNI ;
input	wire		clk ;
input	wire	[3:0]	row_i ;
	reg	[COUNT_SIZE-1:0]	counter_1 = 0 ;
	reg	[3:0]	curcol_row ; 
function 	[3:0] 	to_KEYCODE;
input		[7:0]	colrow ;
begin
	case(colrow[7:4])
	{UNI,UNI,UNI,~UNI} : begin
		case(colrow[3:0])
		{UNI,UNI,UNI,~UNI}:to_KEYCODE = 4'b0000 ;
		{UNI,UNI,~UNI,UNI}:to_KEYCODE = 4'b0001 ;
		{UNI,~UNI,UNI,UNI}:to_KEYCODE = 4'b0010 ;
		{~UNI,UNI,UNI,UNI}:to_KEYCODE = 4'b0011 ;
		default:to_KEYCODE = 4'bxxxx ;
		endcase
	end
	{UNI,UNI,~UNI,UNI} : begin
		case(colrow[3:0])
		{UNI,UNI,UNI,~UNI}:to_KEYCODE = 4'b0100 ;
		{UNI,UNI,~UNI,UNI}:to_KEYCODE = 4'b0101 ;
		{UNI,~UNI,UNI,UNI}:to_KEYCODE = 4'b0110 ;
		{~UNI,UNI,UNI,UNI}:to_KEYCODE = 4'b0111 ;
		default:to_KEYCODE = 4'bxxxx ;
		endcase
	end
	{UNI,~UNI,UNI,UNI} : begin
		case(colrow[3:0])
		{UNI,UNI,UNI,~UNI}:to_KEYCODE = 4'b1000 ;
		{UNI,UNI,~UNI,UNI}:to_KEYCODE = 4'b1001 ;
		{UNI,~UNI,UNI,UNI}:to_KEYCODE = 4'b1010 ;
		{~UNI,UNI,UNI,UNI}:to_KEYCODE = 4'b1011 ;
		default:to_KEYCODE = 4'bxxxx ;
		endcase
	end
	{~UNI,UNI,UNI,UNI} : begin
		case(colrow[3:0])
		{UNI,UNI,UNI,~UNI}:to_KEYCODE = 4'b1100 ;
		{UNI,UNI,~UNI,UNI}:to_KEYCODE = 4'b1101 ;
		{UNI,~UNI,UNI,UNI}:to_KEYCODE = 4'b1110 ;
		{~UNI,UNI,UNI,UNI}:to_KEYCODE = 4'b1111 ;
		default:to_KEYCODE = 4'bxxxx ;
		endcase
	end
	default:to_KEYCODE = 4'bxxxx ;
	endcase
end
endfunction
always @(posedge clk) begin
	case(col_o)
	{UNI,UNI,UNI,~UNI} : col_o <= (col_o<<1) | {3'b000,UNI};	
	{UNI,UNI,~UNI,UNI} : col_o <= (col_o<<1) | {3'b000,UNI};	
	{UNI,~UNI,UNI,UNI} : col_o <= (col_o<<1) | {3'b000,UNI};	
	default: col_o <= {UNI,UNI,UNI,~UNI}  ;
	endcase
	if(row_i[0] == ~UNI) begin
		curcol_row <= col_o ;
		counter_1 <= counter_1 + 1 ;
		keycode_o <= to_KEYCODE({curcol_row[3:0],{UNI,UNI,UNI,~UNI}}) ;
		case(counter_1)	 
		(THRESHOLD + TRIG_PULSE_LENGTH): begin
			keytrig <= UNI ;
		end 
		THRESHOLD: begin
			keytrig <= ~UNI ;	
		end
		default: begin
			keytrig <= keytrig ;
		end
		endcase
	end else 
		if(row_i[1] == ~UNI) begin
			curcol_row <= col_o ;
			counter_1 <= counter_1 + 1 ;
			keycode_o <= to_KEYCODE({curcol_row[3:0],{UNI,UNI,~UNI,UNI}}) ;
			case(counter_1)	 
			(THRESHOLD + TRIG_PULSE_LENGTH): begin
				keytrig <= UNI ;
			end 
			THRESHOLD: begin
				keytrig <= ~UNI ;	
			end
			default: begin
				keytrig <= keytrig ;
			end
			endcase
		end else
			if(row_i[2] == ~UNI) begin
				curcol_row <= col_o ;
				counter_1 <= counter_1 + 1 ;
				keycode_o <= to_KEYCODE({curcol_row[3:0],{UNI,~UNI,UNI,UNI}}) ;
				case(counter_1)	 
				(THRESHOLD + TRIG_PULSE_LENGTH): begin
					keytrig <= UNI ;
				end 
				THRESHOLD: begin
					keytrig <= ~UNI ;	
				end
				default: begin
					keytrig <= keytrig ;
				end
				endcase
			end else 
				if(row_i[3] == ~UNI) begin
					curcol_row <= col_o ;
					counter_1 <= counter_1 + 1 ;
					keycode_o <= to_KEYCODE({curcol_row[3:0],{~UNI,UNI,UNI,UNI}}) ;
					case(counter_1)	 
					(THRESHOLD + TRIG_PULSE_LENGTH): begin
						keytrig <= UNI ;
					end 
					THRESHOLD: begin
						keytrig <= ~UNI ;	
					end
					default: begin
						keytrig <= keytrig ;
					end
					endcase
				end else begin
					if(col_o == curcol_row)begin
						counter_1 <= 0 ;
						keytrig <= UNI ;
						keycode_o <= 4'bxxxx ;
					end
				end
end
endmodule
```
**flow/run.sh**
```bash
#!/bin/bash
# OpenROAD 26Q1-2900-gdf79404cd8, Yosys 0.63+post, stock flow scripts
make -C /OpenROAD-flow-scripts/flow DESIGN_CONFIG=/design/flow/config.mk WORK_HOME=/design/flow/orfs finish
```
==> results.ini <==
[status]
status = finished clean

[yosys]
avgSynthCellArea_sq_um = 11.3
synthCells = 148
synth_seq_share = 0.570
top_area_cell = edfxtp_1
edf_count = 29
syn_area_sq_um = 1670
async_flop_share = 0
ys_cells = 148
top_cell_area_share = 0.522
yosys.cell_types.count = 31
yosys_area_sq_um = 1670
ff_type = edfxtp_1
ys_top_cells_by_area = edfxtp_1 (52%), xor2_1 (6.3%), dfxtp_1 (4.8%)
numSynthFlops = 33
yosysWarnings = 1

[final_timing]
fin_crit_sh = 0.543
final.setup.worst_slack_ps = 2100
fmax_mhz = 400
setup_tns_ps = 0
rsz0062_at_grt = false
skew_ps = 3.08
hold-worst-slack_ps = 562
tightest_slew_ps = 640
final-setup-viol-count = 0
maxSlewViolCount = 0
period_needed_ps = 2500
final-hold-violation-count = 0
slew_headroom = 0.569

[setup_path]
cp.depth = 7
r2r_cells = 5
end_kind = flip-flop
cp.buffers_inverters = 3
worstPathArrival_ps = 2540
cp-startpoint = row_i[1]
crit_path_max_incr_delay_ps = 460
critical_path_class = input pin to flip-flop
path_cells = clkdlybuf4s50_1 > nor4_2 > buf_4 > inv_1 > nand2_1 > a21oi_1 > a31o_2
cp_max_fo = 22
slowest_stage = clkdlybuf4s50_1
r2r-end = counter_1[16]$_DFFE_PP_
rrSetupSlack_ps = 2520
cp-endpoint = counter_1[18]$_DFFE_PP_
crit_required_ps = 4640
cp-start-kind = input pin
r2r_start = counter_1[0]$_DFFE_PP_
cp_top_family = buffers and inverters

[grt]
grt_pass1_vias = 1079
grt_pass1_wl_mm = 5.14
antenna_found_initial = 0
gr-total-overflow = 0
grt_start_max_net_pins = 26
grtUsageTotal = 0.0395

[power_and_ir_drop]
switching_share = 0.303
p_seq_frac = 0.590
leakage_uw = 0.000727
p_sw_uw = 250
combPwrFrac = 0.155
fin_total_pwr_uw = 824
ir_drop_mv = 0.118
p_clk_frac = 0.255
power_density_nw_per_um2 = 399
internal_power_uw = 575

[worst_hold_path]
hold_class = flip-flop to flip-flop
hold_path_depth = 0

[job]
warnings = 27
maxCapViolCount = 0

[drt]
ant_nets = 0
drtPass1Iterations = 4
wirelength_mm = 3.05
drt_iter0_drc = 80
wl_per_cell_um = 10.1
routed_via_density = 3.82
insertedDiodeCount = 0
vias = 1157
remaining_drc_errors = 0

[die]
core_area_sq_um = 10400
row_count = 37
ioPinCount = 14
initial_utilization = 0.160
die_h_um = 124
die_area_sq_um = 15400
die_w_um = 124

[clocking]
cts_num_sinks = 33
cts_tree = done
path_clk_slew_ps = 70
cts_resized = 0
clock_latency_ps = 280
cts_inserted_buffers = 5
ctsHtreeMaxLevel = 2
cts_root_buf = clkbuf_8
cts_setup_buffers = 0
clk_path_buf_depth = 2
hold_buffers = 0

[cells_and_area]
post-route-util = 0.198
area.growth.synth_to_final_pct = 23.9
layout_top_cell = edfxtp_1
lay_top_cells = edfxtp_1 (29), nor2_1 (16), nand2_1 (13), clkdlybuf4s50_1 (13), xor2_1 (12)
drive_gt1_frac = 0.120

[placed_design]
dpl_worst_slack_ps = 1800
place_congestion = 0.779
numPortBuffers = 13
dp_hpwl_mm = 2.15

==> flip-flops by register name, summed over array words and instances (netlist names) <==
| signal | flops |
|---|---|
| col_o | 4 |
| counter_1 | 20 |
| curcol_row | 4 |
| keycode_o | 4 |
| keytrig | 1 |
==> cell families (layout without fill, tap and decap cells) <==
| family | after synthesis | count (layout) | share of synthesized area |
|---|---|---|---|
| AND/OR/NAND/NOR | 67 | 67 | 0.225 |
| flip-flops | 33 | 33 | 0.570 |
| adder cells (fa/ha/maj) | 3 | 3 | 0.0225 |
| buffers and inverters | 8 | 27 | 0.0195 |
| XOR/XNOR | 18 | 18 | 0.0945 |
| AND-OR/OR-AND | 19 | 19 | 0.0683 |
==> layout make-up <==
class,instances,area (sq um)
multi-input combinational,107,698
tap,136,170
sequential,33,951
clock inverter,3,17.5
inverter,4,15.0
timing repair buffer,15,145
clock buffer,5,68.8
fill,1096,8350
==> per-layer routing <==
metal	GRT usage	vias to the layer above	routed length [um]
met4	0.00863	0	75
met3	0.00459	9	71
met2	0.0636	9	1460
met5	0	-	0
met1	0.0567	550	1450
li1	-	589	-
==> worst min path at each step <==
stage / startpoint / to
after CTS: col_o[3]$_SDFF_PP0_ / curcol_row[3]$_DFFE_PP_
final: col_o[3]$_SDFF_PP0_ / curcol_row[3]$_DFFE_PP_
after global routing: col_o[3]$_SDFF_PP0_ / curcol_row[3]$_DFFE_PP_
==> power by group through the flow <==
stage,Sequential [uW],Clock [uW],Combinational [uW]
CTS,487,215,131
global route,499,231,147
finish,487,210,128
==> Yosys cell counts (all sizes together) (4+ instances only) <==
cell    number
nand3        6
a21oi        9
dfxtp        4
nor2        16
nand4        6
edfxtp      29
xnor2        6
nor4         6
or3          4
inv          4
nand2       13
xor2        12
o21ai        4
nor3         4
==> through the flow <==
step | instances | cell area, sq um
final | 303 | 2070
after global routing | 303 | 2070
after CTS | 303 | 2070
after detailed placement | 295 | 1980
after global placement | 295 | 1980
after floorplan | 148 | 1670
Power figures rest on the tool's default switching activity, not on a simulated workload.
