==> flow/design.v <==
module dis_state(
display_reg,
clk_w,
mode,
rst_w,
done_w,
en_w
,
clk_50m,
display_clk,
clk_point ,
addr_db,
state,
pbus
);
output	reg	[15:0]	display_reg = 0;
output	reg	[7:0]	mode = 0 ;
output	wire		clk_w ;
output	reg		rst_w ;
output	reg		en_w ;
input	wire		display_clk ;
input	wire		clk_point ;
input	wire		clk_50m ;
input	wire	[7:0]	state ;
input	wire		done_w ;
input	wire	[9:0]	addr_db;
input	wire	[127:0]	pbus ;
	reg	[7:0]	counter ;
	reg	[7:0]	last_state ;
	reg	[7:0]	point [3:0] ;
parameter	zero2space=4'b1 ;
parameter	zero_delete=4'b0010 ;
parameter	init=0 ;
parameter	gdram_initializing = 1 ;	
parameter	keyboard_test = 2 ;
parameter	none=3 ;
parameter	freq_sig=4	;	
parameter	freq_sig_stop = 5 ;
parameter	dd=4'b0000 ;
parameter	gd=4'b0001 ;
assign	clk_w=clk_50m ;
always @(posedge clk_point) begin
	case(state)
	keyboard_test:	begin
				point[2] <= point[0] ;
				point[1] <= point[2] ;
				point[0] <= point[1] ;
			end
	freq_sig:	begin
				if(pbus[13]) begin
					point[2] <= point[0] ;
					point[1] <= point[2] ;
					point[0] <= point[1] ;
				end
			end
	none:		begin
				point[2] <= point[0] ;
				point[1] <= point[2] ;
				point[0] <= point[1] ;
			end
	default:	begin
			point[2] <= "." ;
			point[1] <= " " ;
			point[0] <= " " ;
			end
	endcase
end
always @(negedge clk_w) begin
	last_state <= state ;
	case(state)
	keyboard_test:	
	begin
		if(done_w == 1 ) begin
			rst_w <= 1 ;
		end else begin
			rst_w <= 0 ;
		end
		case(addr_db)
		{6'd3,4'd1  }:begin display_reg <= {15'b0000_0001_0000_000 ,pbus[43]} + "0" ;       en_w <= 1 ;end
		{6'd3,4'd2  }:begin display_reg <= {15'b0000_0001_0000_000 ,pbus[42]} + "0" ;       en_w <= 1 ;end
		{6'd3,4'd3  }:begin display_reg <= {15'b0000_0001_0000_000 ,pbus[41]} + "0" ;       en_w <= 1 ;end
		{6'd3,4'd4  }:begin display_reg <= {15'b0000_0001_0000_000, pbus[40]} + "0";        en_w <= 1 ;end
		{6'd3,4'd5  }:begin display_reg <= {12'b0000_0001_0000 , pbus[39:36]} + "0" ;       en_w <= 1 ;end
		{6'd3,4'd6  }:begin display_reg <= {12'b0000_0001_0000 , pbus[19:16]} + "0" ;	    en_w <= 1 ;end    
		{6'd3,4'd7  }:begin display_reg <= {12'b0000_0001_0000 , pbus[15:12]} + "0" ;	    en_w <= 1 ;end
		{6'd3,4'd8  }:begin display_reg <= {12'b0000_0001_0000 , pbus[11:8]} + "0" ;        en_w <= 1 ;end
		{6'd3,4'd9  }:begin display_reg <= {12'b0000_0101_0000 , pbus[7:4]} + "0" ;         en_w <= 1 ;end
		{6'd3,4'd10 }:begin display_reg <= {12'b0000_0001_0000 , pbus[3:0]} + "0" ;         en_w <= 1 ;end
		{6'd1,4'd0  }:begin display_reg <= {8'b1," "} ;                                     en_w <= 1 ;end
		{6'd1,4'd1  }:begin display_reg <= {8'b1," "} ;                                     en_w <= 1 ;end
		{6'd1,4'd2  }:begin display_reg <= {8'b1,"k"} ;                                     en_w <= 1 ;end
		{6'd1,4'd3  }:begin display_reg <= {8'b1,"e"} ;                                     en_w <= 1 ;end
		{6'd1,4'd4  }:begin display_reg <= {8'b1,"y"} ;                                     en_w <= 1 ;end 
		{6'd1,4'd5  }:begin display_reg <= {8'b1,"t"} ;                                     en_w <= 1 ;end
		{6'd1,4'd6  }:begin display_reg <= {8'b1,"e"} ;                                     en_w <= 1 ;end
		{6'd1,4'd7  }:begin display_reg <= {8'b1,"s"} ;                                     en_w <= 1 ;end
		{6'd1,4'd8  }:begin display_reg <= {8'b1,"t"} ;                                     en_w <= 1 ;end
		{6'd1,4'd9  }:begin display_reg <= {8'b1,"i"} ;                                     en_w <= 1 ;end
		{6'd1,4'd10 }:begin display_reg <= {8'b1,"n"} ;                                     en_w <= 1 ;end
		{6'd1,4'd11 }:begin display_reg <= {8'b0000_1001,"g"} ;                             en_w <= 1 ;end
		{6'd1,4'd12 }:begin display_reg <= {8'b1,point[2]} ;                                en_w <= 1 ;end     
                {6'd1,4'd13 }:begin display_reg <= {8'b1,point[1]} ;                                en_w <= 1 ;end
                {6'd1,4'd14 }:begin display_reg <= {8'b1,point[0]} ;                                en_w <= 1 ;end
                {6'd1,4'd15 }:begin display_reg <= {8'b1,point[0]} ;                                en_w <= 0 ;end
                default:
		begin
			display_reg <= {8'b1 , " "} ;
			en_w <= 1 ;	
			mode[3:0] <= dd ; 
		end
		endcase
	end
	none:
	begin
		en_w <= 0 ;
		display_reg <= 0 ;
		mode[3:0] <= dd ;
	end
	freq_sig:
	begin
		if(done_w == 1 ) begin                                                                                 			
                	rst_w <= 1 ;
                end else begin
                	rst_w <= 0 ;
                end
                case(addr_db)
		{6'd0,4'd0  }:begin display_reg <= {8'b1,"7"} ;                                     en_w <= 1 ;end
		{6'd0,4'd1  }:begin display_reg <= {8'b1,"8"} ;                                     en_w <= 1 ;end
		{6'd0,4'd2  }:begin display_reg <= {8'b1,"9"} ;                                     en_w <= 1 ;end
		{6'd0,4'd3  }:begin display_reg <= {8'b1,"+"} ;                                     en_w <= 1 ;end
		{6'd0,4'd4  }:begin display_reg <= {8'b1,8'hca} ;                                   en_w <= 1 ;end
		{6'd0,4'd5  }:begin display_reg <= {8'b1,8'hfd} ;                                   en_w <= 1 ;end
		{6'd0,4'd6  }:begin display_reg <= {8'b1,8'hd7} ;                                   en_w <= 1 ;end
		{6'd0,4'd7  }:begin display_reg <= {8'b1,8'hd6} ;                                   en_w <= 1 ;end
		{6'd0,4'd8  }:begin display_reg <= {8'b1,8'hd0} ;                                   en_w <= 1 ;end
		{6'd0,4'd9  }:begin display_reg <= {8'b1,8'hc5} ;                                   en_w <= 1 ;end
		{6'd0,4'd10 }:begin display_reg <= {8'b1,8'hba} ;                                   en_w <= 1 ;end
		{6'd0,4'd11 }:begin display_reg <= {8'b1,8'hc5} ;                                   en_w <= 1 ;end
		{6'd0,4'd12 }:begin display_reg <= {8'b1,"m"}&{16{pbus[24]}} ;               	    en_w <= 1;end
		{6'd1,4'd0  }:begin display_reg <= {8'b1,"4"} ;                                     en_w <= 1 ;end
		{6'd1,4'd1  }:begin display_reg <= {8'b1,"5"} ;                                     en_w <= 1 ;end
		{6'd1,4'd2  }:begin display_reg <= {8'b1,"6"} ;                                     en_w <= 1 ;end
		{6'd1,4'd3  }:begin display_reg <= {8'b1,"-"} ;                                     en_w <= 1 ;end
		{6'd1,4'd4  }:begin display_reg <= {8'b1,8'hd5} ;                                   en_w <= 1 ;end
		{6'd1,4'd5  }:begin display_reg <= {8'b1,8'hfd} ;                                   en_w <= 1 ;end
		{6'd1,4'd6  }:begin display_reg <= {8'b1,8'hd4} ;                                   en_w <= 1 ;end
		{6'd1,4'd7  }:begin display_reg <= {8'b1,8'hda} ;                                   en_w <= 1 ;end
		{6'd1,4'd8  }:begin display_reg <= {8'b1,8'hc9} ;                                   en_w <= 1 ;end
		{6'd1,4'd9  }:begin display_reg <= {8'b1,8'hfa} ;                                   en_w <= 1 ;end
		{6'd1,4'd10 }:begin display_reg <= {8'b1,8'hb3} ;                                   en_w <= 1 ;end
		{6'd1,4'd11 }:begin display_reg <= {8'b1,8'hc9} ;                                   en_w <= 1 ;end
		{6'd1,4'd12 }:begin display_reg <= {8'b1,point[2]} ;                                en_w <= 1 ;end     
                {6'd1,4'd13 }:begin display_reg <= {8'b1,point[1]} ;                                en_w <= 1 ;end
                {6'd1,4'd14 }:begin display_reg <= {8'b1,point[0]} ;                                en_w <= 1 ;end
		{6'd2,4'd0  }:begin display_reg <= {8'b1,"1"} ;                                     en_w <= 1 ;end
		{6'd2,4'd1  }:begin display_reg <= {8'b1,"2"} ;                                     en_w <= 1 ;end
		{6'd2,4'd2  }:begin display_reg <= {8'b1,"3"} ;                                     en_w <= 1 ;end
		{6'd2,4'd3  }:begin display_reg <= {8'b1,"X"} ;                                     en_w <= 1 ;end
		{6'd3,4'd0  }:begin display_reg <= {8'b1,"0"} ;                                     en_w <= 1 ;end
		{6'd3,4'd1  }:begin display_reg <= {8'b1,"b"} ;                                     en_w <= 1 ;end
		{6'd3,4'd2  }:begin display_reg <= {8'b1,"m"} ;                                     en_w <= 1 ;end
		{6'd3,4'd3  }:begin display_reg <= {8'b1," "} ;                                     en_w <= 1 ;end
		{6'd3,4'd4  }:begin display_reg <= {8'b1,8'hc6};                                    en_w <= 1 ;end
		{6'd3,4'd5  }:begin display_reg <= {8'b1,8'hb5};                                    en_w <= 1 ;end
		{6'd3,4'd6  }:begin display_reg <= {8'b1,8'hc2};                                    en_w <= 1 ;end
		{6'd3,4'd7  }:begin display_reg <= {8'b1,8'hca};                                    en_w <= 1 ;end
		{6'd3,4'd8  }:begin display_reg <= {8'b1,":"};                                      en_w <= 1 ;end
		{6'd3,4'd9  }:begin display_reg <= {8'b1,{7'b0,pbus[12]} + "0"} ;                   en_w <= 1 ;end       
		{6'd3,4'd10 }:begin display_reg <= {8'b1,{4'b0,pbus[11:8]} + "0"} ;                 en_w <= 1 ;end       
		{6'd3,4'd11 }:begin display_reg <= {8'b1,"0"} ;                                     en_w <= 1 ;end       
		{6'd3,4'd12 }:begin display_reg <= {8'b1,"K"}  ;				    en_w <= 1 ;end
		{6'd3,4'd13 }:begin display_reg <= {8'b1,"H"}  ;				    en_w <= 1 ;end
		{6'd3,4'd14 }:begin display_reg <= {8'b1,"z"}  ;				    en_w <= 1 ;end
                default:
                begin
			display_reg <= {8'b1 , " "} ;
                	en_w <= 1 ;	
                	mode[3:0] <= dd ; 
                end
                endcase
	end
	init:
	begin	
		en_w <= 0 ;
		display_reg <= 0 ;
	end
	default:
	begin
		display_reg <= 0 ;
		counter <= 0 ;
		en_w <= 0 ;
		mode[3:0] <= dd ; 
	end
	endcase
end
endmodule
==> flow/run.sh <==
#!/bin/bash
# OpenROAD 26Q1-2900-gdf79404cd8, Yosys 0.63+post, stock flow scripts
make -C /OpenROAD-flow-scripts/flow DESIGN_CONFIG=/design/flow/config.mk WORK_HOME=/design/flow/orfs finish
==> flow/config.mk <==
export PLATFORM = sky130hd
export DESIGN_NAME = dis_state
export DESIGN_NICKNAME = dis_state
export VERILOG_FILES = /design/flow/design.v
export SDC_FILE = /design/flow/constraint.sdc
export NUM_CORES = 4
export LEC_CHECK = 1
export CORE_UTILIZATION = 30
==> flow/constraint.sdc <==
current_design dis_state

set clk_period 4.9
set clk_io_pct 0.2

create_clock -name clk0 -period $clk_period [get_ports {clk_50m}]
create_clock -name clk1 -period $clk_period [get_ports {clk_point}]

set non_clock_inputs [all_inputs -no_clocks]
set_input_delay [expr $clk_period * $clk_io_pct] -clock clk0 $non_clock_inputs
set_output_delay [expr $clk_period * $clk_io_pct] -clock clk0 [all_outputs]
==> flow_summary.toml <==
# generated from flow reports
[status]
status = "complete, no violations"

[critical_path]
crit_path_cell_trace = "clkbuf_2, or4_4, buf_4, nor3_4, a32o_1, or3_4, a311oi_2, buf_4, o22ai_2"
reg2reg_from = "point[1][4]"
arrival_ps = 2760
cp_max_fo = 8
critical_path_class = "primary input to register"
cp-end-kind = "register"
start_kind = "primary input"
reg2regPathDepth = 7
slowest_stage = "or4_4"
regToRegEndpoint = "display_reg[4]"
cp_num_buf_inv = 3
r2r_slack_ps = 1000
cp_common_cell = "buf_4"
required_ps = 2820
critPathMaxStageDelay_ps = 650
crit_family = "simple AND/OR/NAND/NOR gates"

[floorplan]
die_area_mm2 = 0.01178
rows = 38
io_pins = 177
fp.dieW_um = 108.5
die_y_um = 108.5
coreArea_mm2 = 0.01094
fp_util_pct = 31.13

[final_timing]
clock_skew_ps = 1.962
setup_viol = 0
rsz0062_at_grt = "no"
finalMaxSlewViolations = 0
max_slew_margin_pct = 63.82
worst_pin_slew_ps = 542.6
finalHoldWorstSlack_ps = 557.3
hold_viol_final = 0
layout_setup_ws_ps = 58.04
totalNegativeSetupSlack_ps = 0

[synth]
synth_cells = 416
yosys_warnings = 2
yosys.stat.seqShare_pct = 29.11
synthFlopType = "edfxtp_1"
syn_avg_cell_area_um2 = 8.184
ys_ff = 37
synth.largest_area_cell = "edfxtp_1"
ys_chip_area_mm2 = 0.003405
ys_cells = 416
synthesis.area_mm2 = 0.003405
ys_async_sr_fraction_pct = 0
top_cell_area_share_pct = 22.05
edf_count = 25
synth_cell_types = 70
top_cells_by_area = "edfxtp_1, dfxtp_1, mux2i_1"

[routing]
first_pass_iters = 5
drc = 0
routed_wl_mm = 13.48
dr_total_vias = 3962
avgViaCountPerCell = 5.383
drt_iter0_drc = 210
antennaDiodeCount = 0
wl_per_cell_um = 18.32
final_antenna_net_count = 0

[clocking]
postCtsHoldBufs = 0
cts_tree = "done"
path_clk_slew_ps = 60

[global_route]
grt_overflow = 0
antenna_found_initial = 0
grt_pass1_vias = 3733
grt_max_degree = 25
grt_use_total_pct = 24.08
grt_pass1_wl_mm = 20.57

[layout]
final_area_mm2 = 0.005587
finish.utilization_pct = 51.09
syn2layout_area_growth_pct = 64.09
fillCellCount = 1003
drive_above_1_share_pct = 35.57
largest_reg_flops = 24

[place]
place.port_buffers = 62
place_area_mm2 = 0.004891
dp_hpwl_mm = 10.58
place_congestion = 0.9930
pre_cts_slack_ps = -833.5

[power_and_ir_drop]
ir_drop_mv = 0.2636
p_per_area_mw_per_mm2 = 206.3
leakagePower_nw = 2.280

[hold_path]
min_from = "point[2][0]"
whs_endpoint = "point[1][0]"
hp-class = "register to register"
hold_depth = 1

[flow_run]
openroad.warnings = 128
drv_cap = 0
per-stage QoR:
step / total power, mW / instances
after global routing: 1.209 / 736
after CTS: 1.155 / 734
after detailed placement: 0.6102 / 699
after global placement: 0.6110 / 699
final: 1.152 / 736
after floorplan: 0.4811 / 428
worst register-to-register path: cells and delay by family, from the launching register on:
family,cells,cell delay (ps)
buf+inv,1,170
compound gates,3,510
mux,1,280
flops,1,380
simple gates,2,170
synthesized netlist by cell type, types with 5 or more instances:
cell type	n
nand4_1	5
nor3_1	8
inv_1	5
mux2i_1	14
buf_4	17
edfxtp_1	25
nor2_1	30
a32oi_1	11
o21ai_0	16
o22ai_1	17
a22oi_1	7
o211ai_1	6
nand3_1	15
clkbuf_1	8
nand2b_1	20
nand2_1	34
and2_1	20
a21oi_1	21
dfxtp_1	12
buf_2	23
nor2b_1	11
cell type report:
type                    count  area [um^2]  area share [%]
clock inverters            15        82.58           1.478
clock buffers              10        235.2           4.211
well taps                 140        175.2           3.135
repair buffers            196         1694           30.32
inverters                   5        18.77          0.3359
multi-input cells         333         2390           42.78
flip-flops and latches     37        991.0           17.74
metal layers:
metal  vias up  share of wire, %  global-route usage [%]
met5         -                 0                       0
met4         0               3.9                   10.14
met3        41               6.9                   4.172
met2       163                44                   34.99
met1      1841                45                   35.66
li1       1917                 -                       -
where the power goes:
part	leakage, nW	total, mW	switching [mW]	internal, mW
logic	1.70	0.272	0.131	0.141
clock network	0.204	0.549	0.147	0.401
registers	0.375	0.332	0.000497	0.332
logic make-up after synthesis:
| kind of cell | synth area share [%] |
|---|---|
| DFF | 29.11 |
| buffers and inverters | 9.702 |
| AOI/OAI and AO/OA | 25.51 |
| and+or+nand+nor | 28.81 |
| adders and majority gates | 0.2940 |
| other | 0.1101 |
| muxes | 5.439 |
| xor gates and xnor gates | 1.029 |
how the worst max path moves through the flow:
stage                      start  cells after the start             end
after CTS             addr_db[9]                      8  display_reg[1]
after global routing  addr_db[0]                      9  display_reg[3]
final                 addr_db[7]                      9  display_reg[4]
what timing repair did:
action / CTS / global route
cloned: 2 / 0
endpoints found under the setup margin: 10 / 9
setup buffers: 10 / 2
resized: 52 / 35
pin swaps: 15 / 14
cells in the final DEF, fill, tap and decap left out, types with 6 or more instances in the layout:
cell type        synthesis  final
edfxtp_1                25     25
inv_1                    5     18
clkdlybuf4s50_1          0     52
mux2i_1                 14     14
a32oi_1                 11     11
o22ai_1                 17     14
dfxtp_1                 12     12
buf_6                    2      8
nand2b_1                20     17
nor2_1                  30     24
nor2b_1                 11      9
nor2_2                   0      6
and2_1                  20     19
o21ai_0                 16     15
o211ai_1                 6      6
conb_1                   1     13
nand2_1                 34     29
clkbuf_16                0      9
nand3_1                 15     15
buf_4                   17    123
a21oi_1                 21     19
a22oi_1                  7      7
Power figures rest on the tool's default switching activity, not on a simulated workload.
